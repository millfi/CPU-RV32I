File: config.mk
export PLATFORM = sky130hd
export DESIGN_NAME = CPU
export DESIGN_NICKNAME = CPU
export VERILOG_FILES = /design/flow/design.v
export SDC_FILE = /design/flow/constraint.sdc
export NUM_CORES = 4
export LEC_CHECK = 1
export CORE_UTILIZATION = 30
File: constraint.sdc
current_design CPU

set clk_period 62.0
set clk_io_pct 0.2

create_clock -name clk0 -period $clk_period [get_ports {clk}]

set non_clock_inputs [all_inputs -no_clocks]
set_input_delay [expr $clk_period * $clk_io_pct] -clock clk0 $non_clock_inputs
set_output_delay [expr $clk_period * $clk_io_pct] -clock clk0 [all_outputs]
File: design.v
module ALU(
    input  logic [3:0]           ALUop, 
    input  logic signed [31:0]   x,
    input  logic signed [31:0]   y,
    output  logic signed [31:0]  result,
    output                 flag
);
    always_comb begin
        case (ALUop)
            4'b0000: begin result = x & y; flag = 1'b0; end
            4'b0001: begin result = x | y; flag = 1'b0; end
            4'b0010: begin result = x ^ y; flag = 1'b0; end
            4'b0011: begin result = x + y; flag = 1'b0; end
            4'b0100: begin result = x - y; flag = 1'b0; end
            4'b0101: begin result = x * y; flag = 1'b0; end
            4'b0110: begin result = x >> y; flag = 1'b0;end 
            4'b0111: begin result = x << y; flag = 1'b0;end 
            4'b1000: begin flag = ((x == y)?1'b1:1'b0);result = ((x == y)?32'b1 : 32'b0);end 
            4'b1001: begin flag = ((x != y)?1'b1 : 1'b0);result = ((x == y)?32'h0000_0001 : 32'h0000_0000);end 
            4'b1010: begin flag = ((x < y)?1'b1:1'b0);result = ((x < y)?32'b1 : 32'b0);end  
            4'b1011: begin flag = ((x >= y)?1'b1 : 1'b0);result = ((x < y)?32'h0000_0001 : 32'h0000_0000);end 
            default: begin result = 32'h0000_0000;flag = 1'b0;end
        endcase
    end
endmodule
module CPU(
    input logic clk,
    input logic [31:0] instruction,
    input logic [31:0] readData,
    output logic memWrite,
    output logic [31:0] aluResult,
    output logic [4:0] pc,
	 output logic [31:0] rd2
);
    logic [3:0] ALUop;
    logic [4:0] rs1;
    logic [4:0] rs2;
    logic [31:0] rd1;
    logic [4:0] rd;
    logic we_reg;
    logic flag;
	 logic branch;
    logic isImm;
    logic memToReg;
    logic [31:0] immediate;
    logic [31:0] temp;
    logic [31:0] alu_y;
    decoder decoder(
        .instruction(instruction),
        .rs1(rs1),
        .rs2(rs2),
        .rd(rd),
        .signImm(immediate)
    );
    controlUnit controlUnit(
        .instruction(instruction),
        .we_reg(we_reg),
        .branch(branch),
        .memWrite(memWrite),
        .memToReg(memToReg),
        .isImm(isImm),
        .ALUop(ALUop)
    );
    assign alu_y = isImm ? immediate : rd2;
    ALU ALU(
		.ALUop(ALUop),
        .x(rd1),
        .y(alu_y),
        .result(aluResult),
        .flag(flag)
    );
    assign temp = memToReg ? readData : aluResult;
    regFile regFile(
        .clk(clk),
        .rs1(rs1),
        .rs2(rs2),
        .rd(rd),
        .rd1(rd1),
        .rd2(rd2),
        .d(temp),
        .we_reg(we_reg)
    );
    always_ff @(posedge clk ) begin 
        if (pc != 5'b11111 && (branch == 1'b0 || flag == 1'b0))begin
            pc <= pc + 5'h1;
        end
        else if(pc != 5'b11111 && branch == 1'b1 && flag == 1'b1) begin
            pc <= pc + immediate[4:0];
        end
        else begin
            pc <= pc;
        end
    end
endmodule
module controlUnit(
    input logic [31:0] instruction,
    output logic memToReg, memWrite, branch, isImm, we_reg,
    output logic [3:0] ALUop
);
	always_comb begin
        case (instruction[6:0])  
            7'b1100011: begin 
                        if(instruction[14:12] == 3'b000)begin ALUop = 4'b1000;memToReg = 1'b0;memWrite = 1'b0;branch = 1'b1;isImm = 1'b0;we_reg = 1'b0;end  
                        else if(instruction[14:12] == 3'b001)begin ALUop = 4'b1001;memToReg = 1'b0;memWrite = 1'b0;branch = 1'b1;isImm = 1'b0;we_reg = 1'b0;end  
                        else if(instruction[14:12] == 3'b100)begin ALUop = 4'b1010;memToReg = 1'b0;memWrite = 1'b0;branch = 1'b1;isImm = 1'b0;we_reg = 1'b0;end  
                        else if(instruction[14:12] == 3'b101)begin ALUop = 4'b1011;memToReg = 1'b0;memWrite = 1'b0;branch = 1'b1;isImm = 1'b0;we_reg = 1'b0;end  
                        else begin ALUop = 4'b1111;memToReg = 1'b0;memWrite = 1'b0;branch = 1'b1;isImm = 1'b0;we_reg = 1'b0;end
                        end 
            7'b0000011: begin ALUop = 4'b0011;isImm = 1'b1;memWrite = 1'b0;branch = 1'b0;memToReg = 1'b1;we_reg = 1'b1;end 
            7'b0100011: begin ALUop = 4'b0011;isImm = 1'b1;memWrite = 1'b1;branch = 1'b0;memToReg = 1'b0;we_reg = 1'b0;end 
            7'b0010011: begin 
                            if(instruction[14:12] == 3'b000) begin ALUop = 4'b0011;isImm = 1'b1;memWrite = 1'b0;branch = 1'b0;memToReg = 1'b0;we_reg = 1'b1;end 
                            else if(instruction[14:12] == 3'b001)begin ALUop = 4'b0111;isImm = 1'b1;memWrite = 1'b0;branch = 1'b0;memToReg = 1'b0;we_reg = 1'b1;end 
                            else if(instruction[14:12] == 3'b010)begin ALUop = 4'b1010;isImm = 1'b1;memWrite = 1'b0;branch = 1'b0;memToReg = 1'b0;we_reg = 1'b1;end 
                            else if(instruction[14:12] == 3'b101)begin ALUop = 4'b0110;isImm = 1'b1;memWrite = 1'b0;branch = 1'b0;memToReg = 1'b0;we_reg = 1'b1;end 
                            else if(instruction[14:12] == 3'b100)begin ALUop = 4'b0010;isImm = 1'b1;memWrite = 1'b0;branch = 1'b0;memToReg = 1'b0;we_reg = 1'b1;end 
                            else if(instruction[14:12] == 3'b110)begin ALUop = 4'b0001;isImm = 1'b1;memWrite = 1'b0;branch = 1'b0;memToReg = 1'b0;we_reg = 1'b1;end 
                            else if(instruction[14:12] == 3'b111)begin ALUop = 4'b0000;isImm = 1'b1;memWrite = 1'b0;branch = 1'b0;memToReg = 1'b0;we_reg = 1'b1;end 
                            else begin ALUop = 4'b1111;memToReg = 1'b0;memWrite = 1'b0;branch = 1'b0;isImm = 1'b0;we_reg = 1'b0;end
                        end
            7'b0110011: begin 
                            if(instruction[14:12] == 3'b000 && instruction[31:25] == 7'b0000_000)begin ALUop = 4'b0011;isImm = 1'b0;memWrite = 1'b0;branch = 1'b0;memToReg = 1'b0;we_reg = 1'b1; end 
                            else if(instruction[14:12] == 3'b000 && instruction[31:25] == 7'b0100_000)begin  ALUop = 4'b0100; isImm = 1'b0;memWrite = 1'b0;branch = 1'b0;memToReg = 1'b0;we_reg = 1'b1;end 
                            else if(instruction[14:12] == 3'b001 && instruction[31:25] == 7'b0000_000)begin  ALUop = 4'b0111; isImm = 1'b0;memWrite = 1'b0;branch = 1'b0;memToReg = 1'b0;we_reg = 1'b1;end 
                            else if(instruction[14:12] == 3'b010 && instruction[31:25] == 7'b0000_000)begin  ALUop = 4'b1010; isImm = 1'b0;memWrite = 1'b0;branch = 1'b0;memToReg = 1'b0;we_reg = 1'b1;end 
                            else if(instruction[14:12] == 3'b100 && instruction[31:25] == 7'b0000_000)begin  ALUop = 4'b0010; isImm = 1'b0;memWrite = 1'b0;branch = 1'b0;memToReg = 1'b0;we_reg = 1'b1;end 
                            else if(instruction[14:12] == 3'b101 && instruction[31:25] == 7'b0000_000)begin  ALUop = 4'b0001; isImm = 1'b0;memWrite = 1'b0;branch = 1'b0;memToReg = 1'b0;we_reg = 1'b1;end 
                            else if(instruction[14:12] == 3'b110 && instruction[31:25] == 7'b0000_000)begin  ALUop = 4'b0001; isImm = 1'b0;memWrite = 1'b0;branch = 1'b0;memToReg = 1'b0;we_reg = 1'b1;end 
                            else if(instruction[14:12] == 3'b111 && instruction[31:25] == 7'b0000_000)begin  ALUop = 4'b0010; isImm = 1'b0;memWrite = 1'b0;branch = 1'b0;memToReg = 1'b0;we_reg = 1'b1;end 
                            else begin  ALUop = 4'b1111;isImm = 1'b0;memWrite = 1'b0;branch = 1'b0;memToReg = 1'b0;we_reg = 1'b0;end
                        end 
            default: begin memToReg = 0; memWrite = 0; branch = 0; isImm = 0; we_reg = 0;ALUop = 4'b1111;end
        endcase
    end
endmodule
module decoder (
    input logic [31:0] instruction,
    output logic [4:0] rs1,rs2,rd,
    output logic [31:0] signImm
);
    logic [6:0] op;
    logic [6:0] imm1;
    logic [4:0] imm2;
    logic [11:0] immediate;
    assign op = instruction[6:0];
    always_comb begin
        case (op)
            7'b1100011: begin imm1 = instruction[31:25];imm2 = instruction[11:7];rs1 = instruction[19:15];rs2 = instruction[24:20];rd = 5'b0;end 
            7'b0000011: begin imm1 = instruction[31:25];imm2 = instruction[24:20];rs1 = instruction[19:15];rs2 = 5'b0;rd = instruction[11:7];end 
            7'b0010011: begin   if(instruction[14:12] != 3'b001 && instruction[14:12] != 3'b101)begin 
                                    imm1 = instruction[31:25];
                                    imm2 = instruction[24:20];
                                    rs1 = instruction[19:15];
												rs2 = 5'b0;
                                    rd = instruction[11:7];
                                end else begin 
                                    imm1 = 7'b0;
                                    imm2 = instruction[24:20];
                                    rs1 = instruction[19:15];
												rs2 = 5'b0;
                                    rd = instruction[11:7]; 
                                end 
                        end
            7'b0110011: begin imm1 = 7'b0; imm2 = 5'b0; rs1 = instruction[19:15];rs2 = instruction[24:20];rd = instruction[11:7]; end 
            7'b0100011: begin imm1 = instruction[31:25];imm2 = instruction[11:7];rs2 = instruction[24:20];rs1 = instruction[19:15];rd = 5'b0;end 
            default:    begin rs1 = 5'b0;rs2 = 5'b0;rd = 5'b0; imm1 = 7'b0; imm2 = 5'b0;end
        endcase
        immediate = {imm1, imm2};
        signImm = {{20{immediate[11]}},immediate};
    end
endmodule
module regFile(
    input logic clk,
    input logic [4:0] rd, rs1, rs2,
    input logic [31:0] d,
    input logic we_reg,
    output logic [31:0] rd1,
    output logic [31:0] rd2
);
    logic [31:0] register[0:31];
    assign rd1 = (rs1 == 0) ? 0 : register[rs1];
    assign rd2 = (rs2 == 0) ? 0 : register[rs2];
    always_ff @(posedge clk) begin
        if (we_reg) begin
            register[rd] <= d;
        end
    end
endmodule
File: run.sh
#!/bin/bash
# OpenROAD 26Q1-2900-gdf79404cd8, Yosys 0.63+post, stock flow scripts
make -C /OpenROAD-flow-scripts/flow DESIGN_CONFIG=/design/flow/config.mk WORK_HOME=/design/flow/orfs finish
==> job_summary.md <==
### Yosys + OpenROAD results

| Metric | Value |
|---|---|
| Top-level port count | `approximately 140` |
| Die width | `451 µm` |
| Cts repair resizes | `0` |
| Leakage power total | `23.4 nW` |
| Routed vias/inst | `6.68` |
| CTS root buf | `sky130_fd_sc_hd__clkbuf_16` |
| Total placed instance area | `66800 µm²` |
| Logic depth of the worst setup path including buffers | `32` |
| All-layer global routing usage | `0.356` |
| Fmax | `~29 MHz` |
| Chip area estimate from yosys synthesis | `60600 µm²` |
| Slack of the worst reg-to-reg path | `54.08 ns` |
| Cell taking the most area after synthesis | `sky130_fd_sc_hd__edfxtp_1` |
| Worst setup endpoint | `aluResult[30]` |
| Count of vias placed by the detailed router | `roughly 56000` |
| Number of cells in the yosys synthesis report | `roughly 5400` |
| Total clock buffers created by CTS | `113` |
| Yosys top cell area share | `0.507` |
| Critical Path Start | `instruction[5]` |
| Largest fanout on the critical path | `43` |
| Synthesis-stage register bit count | `1024` |
| Clock H-tree levels | `3` |
| RePlAce Congestion | `1.09` |
| Tally of max-capacitance violations | `0` |
| Num Clock Sinks | `1024` |
| Critical path arrival | `roughly 22 ns` |
| Placement Rows | `164` |
| Setup repair after global routing missed its margin | `false` |
| Hold Fails Final Rpt | `0` |
| Register Area | `30700 µm²` |
| Minimum clock period after layout | `around 34 ns` |
| Antenna-violating nets left | `0` |
| Cell Pwr Density | `approximately 23 nW/µm²` |
| Setup TNS | `0 ns` |
| Number of buffers on the longest clock path | `3` |
| Clock transition at the register clock pins on the worst setup and hold paths after CTS | `0.06 ns` |
| Synth-to-Final Area Change | `16.6%` |
| Post-layout total power | `around 1.6 mW` |
| Placement Setup Slack | `around 28 ns` |
| Total of endpoints with negative setup slack in the final report | `0` |
| Clock skew | `0.0393 ns` |
| Final std cell area, no fill | `70600 µm²` |
| CTS tree | `done` |
| Cell count after synthesis | `5435` |
| 1st-pass router iterations | `9` |
| Cell occurring most often along the worst timing path | `sky130_fd_sc_hd__buf_4` |
| Element type at the critical path start | `primary input` |
| Sequential-to-total area share from yosys stat | `0.507` |
| Standard cell core area | `200000 µm²` |
| Top_reg_cell synth | `sky130_fd_sc_hd__edfxtp_1` |
| Number of global-route vias before repair | `54876` |
| Total of fill cells in the finished design | `19485` |
| Count of hold-fix buffers inserted at cts | `0` |
| Fraction of layout cells with a size suffix above 1 | `0.180` |
| Tool Warnings | `90` |
| Unique cell types | `115` |
| Routed wirelength normalized by instance count | `between 40 and 50 µm` |
| Critical register-to-register path endpoint | `pc[4]` |
| Total placed cells including tap cells | `8099` |
| Starting density of the core | `0.303` |
| Worst-case setup margin in the final layout | `about 28 ns` |
| Setup CP Type | `primary input to output pin` |
| Share of async-settable or async-resettable flops after synthesis | `0` |
| Full die area | `204000 µm²` |
| Slew HR | `0.154` |
| R2r worst-path depth | `31` |
| Global-route wire length before repair | `472 mm` |
| Mean instance size in the synthesized netlist | `11.1 µm²` |
| Buffers plus inverters on the worst setup path | `12` |
| Sum of overflow across all layers after global routing | `0` |
| Outcome | `complete, no violations` |
| Maximum number of pins on one net before global-route repair | `roughly 86` |
| Dpl hpwl | `around 240 mm` |
| Critical path capture point type | `output pin` |
| Chip height | `451 µm` |
| Count of unresolved DRC violations after routing | `0` |
| Final period utilization | `0.552` |
| Crit-path slowest cell | `sky130_fd_sc_hd__nor4_2` |
| Drt initial violations | `6522` |
| Area of the multi-input gates | `between 20000 and 30000 µm²` |
| Mapped Area | `60600 µm²` |
| Slew Limit Fails | `0` |
| Class of the tightest hold or removal check | `flop to flop` |
| Worst reg2reg path startpoint | `regFile.register[27][0]` |
| Delay of the slowest critical-path stage | `0.63 ns` |
| Clock network latency to the later pin of the worst-skew pair | `roughly 0.80 ns` |
| Port-buffer cells | `134` |
| Cell types occupying the most area after synthesis | `sky130_fd_sc_hd__edfxtp_1, sky130_fd_sc_hd__mux2i_1, sky130_fd_sc_hd__a21oi_1` |
| Number of antenna violations at the first check in global routing | `25` |
| Worst endpoint required time | `49.60 ns` |
| Top cell family by delay on the critical path | `buffers and inverters` |
| Final instance count without filler cells | `roughly 8300` |
| EDFF count, synth | `around 1000` |
| Yosys warnings | `18` |
| Post-CTS setup repair buffer count | `0` |
| Final wirelength | `354 mm` |
| IR Drop Worst-Case VDD | `0.0243 mV` |
| Measured slew at the worst slew-check pin | `approximately 1.3 ns` |
## per-stage QoR
stage	util	hold slack (ns)
after floorplan	-	0.550
after global placement	0.334	0.707
after detailed placement	0.334	0.714
after CTS	0.352	0.732
after global routing	0.353	0.754
final	0.353	0.736
## sequential cells by signal (all words and copies together) (netlist names)
signal,cells
pc,5
regFile.register,1019
## worst min-delay path by stage
stage,depth (start not counted),to,from,slack [ns]
after global routing,1,pc[0],pc[0],0.75
final,1,pc[0],pc[0],0.74
after CTS,1,pc[0],pc[0],0.73
## report_power, final
part           switching (mW)  internal, mW  total (mW)
Clock                   0.305         0.401       0.706
Sequential            0.00325         0.760       0.763
Combinational           0.124        0.0517       0.175
## cell families after synthesis
group                    share of synthesized area
AND-OR/OR-AND                                0.230
XOR/XNOR                                   0.00173
adder cells (fa/ha/maj)                     0.0216
buffers and inverters                       0.0466
flip-flops                                   0.507
multiplexers                                 0.104
AND/OR/NAND/NOR                             0.0888
## synth_stat cells (all sizes together) (39+ instances only)
cell type / number
edfxtp: 1024
a21oi: 409
nor2: 345
nand2: 308
mux2i: 297
o21ai: 296
buf: 265
clkbuf: 248
mux2: 175
a211oi: 151
inv: 131
a221oi: 129
o211ai: 117
nor3: 111
o22ai: 106
ha: 100
nand3: 95
o221ai: 91
a31oi: 69
a22oi: 68
mux4: 60
nor2b: 52
a221o: 50
o31ai: 47
a21o: 40
nor4: 39
## routing by layer
layer,vias to the layer above,GRT usage,wire [µm]
met5,-,0.0968,2830
met1,26955,0.381,113000
met4,76,0.227,30000
met3,1441,0.282,66700
li1,22011,-,-
met2,5204,0.470,142000
## worst register-to-register path: cells and delay by family, from the launching register on
kind	cells	cell delay [ns]
and+or+nand+nor	4	0.88
adders and majority gates	3	1.16
DFF	1	0.35
muxes	1	0.08
AOI/OAI and AO/OA	15	3.66
buffers and inverters	6	1.28
xor gates and xnor gates	2	0.28
## final cells by class
type,count,area share
Timing Repair Buffer,521,0.0609
Clock inverter,83,0.0124
Inverter,146,0.00776
Clock buffer,131,0.0413
Antenna cell,22,0.000779
Multi-Input combinational cell,3752,0.395
Tap cell,2656,0.0470
Sequential cell,1024,0.435
## layout by cell type (no fill, tap or decap), types with 22 or more instances in the layout
master	count
sky130_fd_sc_hd__a2111oi_0	23
sky130_fd_sc_hd__a211o_1	22
sky130_fd_sc_hd__a211oi_1	137
sky130_fd_sc_hd__a21o_1	40
sky130_fd_sc_hd__a21oi_1	405
sky130_fd_sc_hd__a221o_1	50
sky130_fd_sc_hd__a221oi_1	128
sky130_fd_sc_hd__a22oi_1	68
sky130_fd_sc_hd__a31oi_1	55
sky130_fd_sc_hd__and2_1	25
sky130_fd_sc_hd__and3_1	23
sky130_fd_sc_hd__buf_4	385
sky130_fd_sc_hd__clkbuf_16	114
sky130_fd_sc_hd__clkdlybuf4s50_1	127
sky130_fd_sc_hd__clkinv_1	38
sky130_fd_sc_hd__clkinv_2	27
sky130_fd_sc_hd__diode_2	22
sky130_fd_sc_hd__edfxtp_1	1024
sky130_fd_sc_hd__ha_1	100
sky130_fd_sc_hd__inv_1	122
sky130_fd_sc_hd__mux2_2	175
sky130_fd_sc_hd__mux2i_1	297
sky130_fd_sc_hd__mux4_2	60
sky130_fd_sc_hd__nand2_1	304
sky130_fd_sc_hd__nand2b_1	32
sky130_fd_sc_hd__nand3_1	90
sky130_fd_sc_hd__nand4_1	35
sky130_fd_sc_hd__nor2_1	309
sky130_fd_sc_hd__nor2_4	32
sky130_fd_sc_hd__nor2b_1	47
sky130_fd_sc_hd__nor3_1	91
sky130_fd_sc_hd__nor4_1	35
sky130_fd_sc_hd__o2111ai_1	29
sky130_fd_sc_hd__o211ai_1	116
sky130_fd_sc_hd__o21ai_0	281
sky130_fd_sc_hd__o221ai_1	90
sky130_fd_sc_hd__o22ai_1	105
sky130_fd_sc_hd__o31ai_1	44
Power and IR drop assume default switching activity.
