`flow/run.sh`:
```
#!/bin/bash
# OpenROAD 26Q1-2900-gdf79404cd8, Yosys 0.63+post, stock flow scripts
make -C /OpenROAD-flow-scripts/flow DESIGN_CONFIG=/design/flow/config.mk WORK_HOME=/design/flow/orfs finish
```
`flow/config.mk`:
```
export PLATFORM = sky130hd
export DESIGN_NAME = RAM
export DESIGN_NICKNAME = RAM
export VERILOG_FILES = /design/flow/design.v
export SDC_FILE = /design/flow/constraint.sdc
export NUM_CORES = 4
export LEC_CHECK = 1
export CORE_UTILIZATION = 30
export SYNTH_MEMORY_MAX_BITS = 65536
```
`flow/constraint.sdc`:
```
current_design RAM

set clk_period 117.6
set clk_io_pct 0.2

create_clock -name clk0 -period $clk_period [get_ports {clk}]

set non_clock_inputs [all_inputs -no_clocks]
set_input_delay [expr $clk_period * $clk_io_pct] -clock clk0 $non_clock_inputs
set_output_delay [expr $clk_period * $clk_io_pct] -clock clk0 [all_outputs]
```
`flow/design.v`:
```
module RAM(
        input logic        clk,
        input logic [31:0] Ad,
        input logic [31:0] Wd,
        input logic        we_ram,
        output logic [31:0] Rd
    );
    logic [31:0] mem[0:511];
    always_ff @(posedge clk) begin
        if(we_ram) begin
            mem[Ad] = Wd;
        end
    end
    assign Rd = mem[Ad];
endmodule
```
==> impl_metrics.tcl <==
# collected from the flow reports
set metrics [dict create \
    vias_per_cell 5.23 \
    cellPowerDensity_nw_per_um2 16.7 \
    post_synth_num_cell_types 79 \
    synth.largest_area_cell "sky130_fd_sc_hd__edfxtp_1" \
    drive_above_1_share_pct 27.1 \
    timing.slew.headroom_pct -2.81 \
    post-cts-setup-buffers 0 \
    synth-main-ff-cell "sky130_fd_sc_hd__edfxtp_1" \
    max_cap_violations 1 \
    failing_checks "capacitance limit, slew limit" \
    logic_family "multiplexers" \
    edf_count 16384 \
    synth_to_layout_area_growth_pct 16.1 \
    fill_cells 187329 \
    rsz0062_at_grt "false" \
    ctsRootBufferMaster "sky130_fd_sc_hd__clkbuf_16" \
    grt_max_degree 130 \
    ys_async_sr_fraction_pct 0 \
    h-tree-depth 7 \
    crit_chain "buf_16, buf_4, buf_4, buf_4, buf_4, buf_4, buf_4, buf_4, buf_4, buf_4, mux4_2, a22o_1, nor3_1, buf_4, o2111a_1, o221ai_1, nor4_1, nand2_1, clkdlybuf4s50_1" \
    leakage_uw 0.224 \
    switching_share_pct 21.4 \
    mux_area_share_pct 15.1 \
    timing_worst_setup_path_type "input pin to output port" \
    period_needed_ns 57.12 \
    antenna_found_initial 203 \
    place.port_buffers 74 \
    gp_congestion 0.929 \
    cts-root-to-sink-buffers 6 \
    worst-endpoint-required_ns 94.08 \
    worst-slew-pin-transition_ns 1.54 \
    synth-area-yosys_um2 626000 \
    setup_total_negative_slack_ns 0 \
    die_area_um2 2090000 \
    fp-row-count 530 \
    timing.critical_path.buf_inv 12 \
    holdBufCountCts 0 \
    setup-violations-final 0 \
    net_switching_power_uw 2600 \
    pwr-share-clk_pct 41.9 \
    post_synth_inst_count 28540 \
    synth.cellmix.compoundShare_pct 3.18 \
    final.period_utilization_pct 48.6 \
    tritoncts.num_buffers 1653 \
    detailedRoute.firstIterationViolations 22119 \
    power.total_uw 12100 \
    place_hpwl_um 1260000 \
    firstDrtPassIters 6 \
    cts_tree "yes" \
    timing.critical_path.max_delay_family "buffers and inverters" \
    synthSimpleGateAreaFrac_pct 1.78 \
    grt_overflow_total 0 \
    via_count 314494 \
    arrival_ns 33.60 \
    core-area_um2 2080000 \
    cts_sinks 16384 \
    final_hold_violation_count 0 \
    floorplan.die.width_um 1450 \
    yosys-top-cells-area "sky130_fd_sc_hd__edfxtp_1 79%, sky130_fd_sc_hd__mux4_2 12%, sky130_fd_sc_hd__mux2i_1 2.6%" \
    power_frac_seq_pct 53.0 \
    setup.worst_path.start_class "input pin" \
    largest_register_ffs 16384 \
    openroad.warnings 79 \
    drt.antenna.violating_nets 0 \
    xor_share_pct 0 \
    cts_resized 0 \
    comb_power_share_pct 5.0 \
    worst_path_max_fanout 34 \
    critPathMaxStageDelay_ns 0.78 \
    synth.avg_cell_area_um2 22.0 \
    grt_usage_pct 20.6 \
    final-comb-area_um2 131000 \
    syn_area_um2 626000 \
    synth_sequential_area_ratio_pct 78.5 \
    yosys-stat-cells 28540 \
    via_count_of_the_first_global_routing_pass 342917 \
    floorplan.die.height_um 1450 \
    wirelength_um 2030000 \
    cts.clk_slew.worst_paths_ns 0.06 \
    critical_path.most_common_cell "sky130_fd_sc_hd__buf_4" \
    timing.critical_path.slowest_stage_cell "sky130_fd_sc_hd__nor3_1" \
    final_hold_slack_ns 22.51 \
    avgRoutedWirePerCell_um 33.8 \
    status "finished with violations" \
    post_route_drc_violation_count 0 \
    clock.fmax_ghz 0.0175 \
    ys_ff 16384 \
    yosysTopAreaCellShare_pct 78.5 \
    power_report.internal_total_uw 9530 \
    max-vdd-ir-drop_uv 14.9 \
    grt_first_pass_wirelength_um 2750000 \
    flop_area_um2 492000 \
    hold_path_class "input pin to flip-flop" \
    timing.final.max_slew_violations 2 \
    yosys_warnings 1 \
    critical_path.endpoint_type "output port" \
    adder_cell_area_share_of_the_yosys_netlist_pct 0 \
    io_pins 98 \
    core_util_floorplan_pct 30.1 \
]
==> cell type report <==
type | instances | share of cell area, %
clock buffer | 2009 | 5.93
sequential | 16384 | 67.6
tap | 27664 | 4.76
antenna | 625 | 0.215
timing repair buffer | 2056 | 2.25
clock inverter | 920 | 1.15
inverter | 33 | 0.0198
multi-input combinational | 10393 | 18.0
==> layer usage <==
metal  GRT usage (%)  vias to the layer above  wire [um]
met5            7.29                        -      16200
met4            10.8                      286     136000
met3            22.4                     4529     481000
met2            28.6                    26667     885000
met1            16.6                   156704     509000
li1                -                   126308          -
==> final timing paths <==
| path | endpoint | slack, ns | start | cells past startpoint |
|---|---|---|---|---|
| max | Rd[3] | 60.48 | Ad[0] | 19 |
| min | mem[85][26] | 22.51 | Wd[26] | 1 |
==> power groups by stage <==
stage / combinational (uW) / clock [uW] / sequential [uW]
6_report: 612 / 5090 / 6430
5_1_grt: 640 / 5360 / 6430
4_1_cts: 604 / 5140 / 6430
==> cell usage after synthesis (all sizes together) (29+ instances only) <==
| master | count |
|---|---|
| a2111oi | 47 |
| a211oi | 152 |
| a21oi | 448 |
| a221oi | 151 |
| a22o | 243 |
| a22oi | 617 |
| a31oi | 107 |
| a32oi | 41 |
| and3 | 53 |
| and4 | 34 |
| buf | 1142 |
| clkbuf | 588 |
| edfxtp | 16384 |
| inv | 32 |
| mux2 | 284 |
| mux2i | 1597 |
| mux4 | 3354 |
| nand2 | 572 |
| nand3 | 223 |
| nand4 | 452 |
| nor2 | 610 |
| nor2b | 49 |
| nor3 | 108 |
| nor4 | 73 |
| o211ai | 67 |
| o21ai | 364 |
| o221ai | 29 |
| o22ai | 425 |
==> cell usage in the layout (no fill, tap or decap), types with 88 or more instances in the layout <==
cell | synthesis | final
sky130_fd_sc_hd__a22oi_1 | 617 | 614
sky130_fd_sc_hd__edfxtp_1 | 16384 | 16384
sky130_fd_sc_hd__nand2_1 | 572 | 533
sky130_fd_sc_hd__o21ai_0 | 363 | 358
sky130_fd_sc_hd__a221oi_1 | 151 | 150
sky130_fd_sc_hd__nor2_4 | 1 | 518
sky130_fd_sc_hd__nor3_1 | 108 | 88
sky130_fd_sc_hd__clkinv_2 | 0 | 273
sky130_fd_sc_hd__a211oi_1 | 152 | 146
sky130_fd_sc_hd__buf_4 | 139 | 1940
sky130_fd_sc_hd__a31oi_1 | 107 | 102
sky130_fd_sc_hd__o22ai_1 | 425 | 420
sky130_fd_sc_hd__clkinv_1 | 1 | 407
sky130_fd_sc_hd__mux2i_1 | 1597 | 1591
sky130_fd_sc_hd__bufinv_16 | 0 | 147
sky130_fd_sc_hd__mux2_2 | 284 | 284
sky130_fd_sc_hd__nand3_1 | 223 | 209
sky130_fd_sc_hd__clkbuf_16 | 0 | 1674
sky130_fd_sc_hd__mux4_2 | 3354 | 3354
sky130_fd_sc_hd__a22o_1 | 243 | 243
sky130_fd_sc_hd__clkbuf_1 | 588 | 335
sky130_fd_sc_hd__nand4_1 | 452 | 452
sky130_fd_sc_hd__a21oi_1 | 448 | 443
sky130_fd_sc_hd__diode_2 | 0 | 625
==> stage by stage <==
step	util [%]	setup slack (ns)	cells	instance area (um2)
finish	34.9	60.48	60084	727000
global route	34.9	59.45	59969	727000
CTS	34.9	60.04	59459	726000
detailed placement	32.4	60.08	56530	674000
global placement	32.4	60.21	56530	674000
floorplan	-	68.10	28540	626000
==> cells by family (layout without fill, tap and decap cells) <==
logic type	count (synthesis)	after routing
flip-flops	16384	16384
multiplexers	5235	5235
buffers and inverters	1763	5018
other	0	625
AND/OR/NAND/NOR	2278	2278
AND-OR/OR-AND	2880	2880
Power figures rest on the tool's default switching activity, not on a simulated workload.
